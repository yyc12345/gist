--- ./design.v ---
`timescale 10ns/1ns
module counter 
# (
    parameter BIT_WIDTH = 4,
    parameter MAX_VALUE = 15
)
(
    input wire clk,
    input wire rst,
    output reg[BIT_WIDTH - 1:0] count,
    output wire cout
);
assign cout = count == MAX_VALUE ? 1'b1 : 1'b0;
always @(posedge clk, negedge rst) begin
    if (!rst) count <= 0;
    else begin
        if (count >= MAX_VALUE) count <= 0;
        else count <= count + 1;
    end
end
endmodule
`timescale 10ns/1ns
module distance_counter(
    input wire clk,
    input wire rst,
    output wire[15:0] data
);
wire counter_out[2:0];
counter #(.MAX_VALUE(4'd9), .BIT_WIDTH(4)) bit0(
    .clk(clk),
    .rst(rst),
    .count(data[3:0]),
    .cout(counter_out[0])
);
counter #(.MAX_VALUE(4'd9), .BIT_WIDTH(4)) bit1(
    .clk(~counter_out[0]),
    .rst(rst),
    .count(data[7:4]),
    .cout(counter_out[1])
);
counter #(.MAX_VALUE(4'd9), .BIT_WIDTH(4)) bit2(
    .clk(~counter_out[1]),
    .rst(rst),
    .count(data[11:8]),
    .cout(counter_out[2])
);
counter #(.MAX_VALUE(4'd9), .BIT_WIDTH(4)) bit3(
    .clk(~counter_out[2]),
    .rst(rst),
    .count(data[15:12]),
    .cout()
);
endmodule
--- ./run.sh ---
#!/bin/bash
# OpenROAD 26Q1-2900-gdf79404cd8, Yosys 0.63+post, stock flow scripts
make -C /OpenROAD-flow-scripts/flow DESIGN_CONFIG=/design/flow/config.mk WORK_HOME=/design/flow/orfs finish
--- ./config.mk ---
export PLATFORM = sky130hd
export DESIGN_NAME = distance_counter
export DESIGN_NICKNAME = distance_counter
export VERILOG_FILES = /design/flow/design.v
export SDC_FILE = /design/flow/constraint.sdc
export NUM_CORES = 4
export LEC_CHECK = 1
export CORE_AREA = 10 10 78 78
export DIE_AREA = 0 0 88 88
--- ./constraint.sdc ---
current_design distance_counter

set clk_period 1.7
set clk_io_pct 0.2

create_clock -name clk0 -period $clk_period [get_ports {clk}]

set non_clock_inputs [all_inputs -no_clocks]
set_input_delay [expr $clk_period * $clk_io_pct] -clock clk0 $non_clock_inputs
set_output_delay [expr $clk_period * $clk_io_pct] -clock clk0 [all_outputs]
==> summary.txt <==
Horiz. Die Dim: 88 µm
register pins left without a clock: 12
PnR Total Power: 301 µW
FF+latch count, synth: 16
vias: 621
Synth warnings: 2
CTS buffer count: 3
placer congestion estimate: 0.803
setup repair bufs after CTS: 0
Syn Inst Count: 82
yosys cell count: 82
Max FO, Critical Path: 4
clk slew on worst S/H paths: 0.03 ns
max_cap viols: 0
crit path cell chain: clkdlybuf4s50_1
endpoints left unconstrained: 24
Distinct lib cells used: 22
top cells by area: dfrtn_1, ha_1, dfrtp_1
worst min path class: primary input to asynchronous set/reset pin
required time of the worst setup path: 1.36 ns
FP Core Util: 20.2%
DRT antenna net count: 0
core area: 4410 µm²
reg2reg start: bit0.count[0]
CP endpoint kind: output port
status: complete, no violations
die height: 88 µm
GR Util All Layers: 4.58%
Synth top area share: 33.7%
DIE AREA: 7740 µm²
# diodes: 0
1st-iter DRT viols: 16
CP max stage delay: 0.49 ns
H-tree depth: 1
Fmax: 697 MHz
crit path launch type: flop
first-pass GRT wire length: 2990 µm
worst slew margin relative to its limit: 82.2%
DRC violations left: 0
filler instances: 447
routed wire length: 1650 µm
io pins: 18
Layout area overhead: 31.9%
hold-fix buffers at CTS: 0
post-synth design cell area: 891 µm²
Clock Skew: 0.000203 ns
critical path startpoint: bit0.count[0]
Post-CTS Resized: 0
Worst-Skew Late Latency: 0.21 ns
Worst Path Class, Setup: flop to output port
share of cells above drive strength 1: 11.7%
Max Transition Viols Final: 0
post-layout min period: 1.43 ns
yosys stat chip area: 891 µm²
fin cells: 155
CTS Buffer Depth: 2
CTS tree: built
CP Buf/Inv Count: 1
TritonRoute pass-1 iters: 2
Critical-path top delay cell: clkdlybuf4s50_1
post-synth top area cell: dfrtn_1
CP arrival: 1.09 ns
placed cell count: 152
Mean Syn Cell Area: 10.9 µm²
period utilisation layout: 84.4%
RSZ-0062 raised after global routing: false
register share after synthesis: 44.9%
Final Setup Violations: 0
vias in the first global route: 677
count of tool warnings: 33
Power Dens Cells: 256 nW/µm²
initial antenna violation count: 0
root buf cell: clkbuf_8
WL per Instance: 10.7 µm
PortBufs: 17
Via density: 4.01
Final Hold Violating Endpoints: 0
setup tns final: 0 ns
Worst Max-Slew Pin Slew: 0.267 ns
Detailed Place HPWL: 1410 µm
Max IR drop VDD: 0.289 mV
Congestion Overflow GR: 0
Row Count: 24
Leak Pwr: 0.000535 µW
largest net degree at the start of global routing: 13
Crit path max-delay family: buffers and inverters
==> report_power, final <==
part	total (µW)	leakage, µW	switching [µW]	internal (µW)
registers	95.9	0.000207	0	95.9
clock network	194	0.0000216	43.3	150
logic	11.6	0.000306	8.03	3.55
total	301	0.000535	51.3	250
==> path summary, 6_finish.rpt <==
check | endpoint | cells past startpoint | slack, ns
min reg2reg | bit0.count[3] | 2 | 0.63
min | bit0.count[3] | 1 | 0.37
max | data[0] | 1 | 0.27
min in group clk0 | bit0.count[3] | 2 | 0.63
max reg2reg | bit0.count[1] | 5 | 0.51
max in group asynchronous | bit0.count[1] | 1 | 1.12
==> through the flow <==
stage | hold WS, ns | setup WS [ns] | util (%) | instance area [µm²]
2_1_floorplan | 0.0444 | 0.624 | - | 891
3_3_place_gp | 0.603 | 0.499 | 25.7 | 1130
6_report | 0.370 | 0.265 | 26.6 | 1170
4_1_cts | 0.385 | 0.252 | 26.6 | 1170
3_5_place_dp | 0.608 | 0.485 | 25.7 | 1130
5_1_grt | 0.391 | 0.218 | 26.6 | 1170
==> per-layer routing <==
layer  wire [µm]  vias up  part of all wire (%)  track usage (%)
li1            -      313                     -                -
met1         730      292                    44             5.71
met2         741       16                    45             7.54
met3         183        0                    11             1.87
met4           0        0                     0            0.435
met5           0        -                     0                0
==> state kept, by name, indices dropped and copies added, names as in the netlist <==
name,cells
bit1.count,4
bit2.count,4
bit0.count,4
bit3.count,4
==> Yosys cell counts, drive strengths merged <==
| cell type | n |
|---|---|
| inv | 10 |
| dfrtp | 4 |
| a21oi | 4 |
| o32ai | 2 |
| nor2 | 7 |
| and2 | 6 |
| nor2b | 1 |
| a21o | 2 |
| a32o | 1 |
| nor3b | 1 |
| xnor2 | 1 |
| nand3 | 1 |
| a21boi | 1 |
| mux2 | 1 |
| dfrtn | 12 |
| ha | 12 |
| nand2 | 4 |
| nand2b | 7 |
| o21ai | 5 |
==> layout by cell type (no fill, tap or decap), drive strengths merged <==
cell            n
nor3b           1
clkdlybuf4s50  17
a21o            2
buf             1
ha             12
clkbuf          3
o32ai           2
dfrtp           4
o21ai           5
a21boi          1
xnor2           1
and2            6
mux2            1
dfrtn          12
nand3           1
nand2           4
a32o            1
inv            10
a21oi           4
nor2            7
nor2b           1
nand2b          7
==> area by class of cell <==
type | count | area (µm²) | area share [%]
clock buffers | 3 | 41.3 | 3.51
flip-flops and latches | 16 | 400 | 34.1
multi-input cells | 56 | 453 | 38.6
well taps | 52 | 65.1 | 5.54
repair buffers | 18 | 178 | 15.1
inverters | 10 | 37.5 | 3.19
==> cells by family (layout without fill, tap and decap cells) <==
family / Yosys count / in the layout / synth area share (%)
and+or+nand+nor: 27 / 27 / 19.0
DFF: 16 / 16 / 44.9
AOI/OAI and AO/OA: 15 / 15 / 12.8
adders and majority gates: 12 / 12 / 16.9
buffers and inverters: 10 / 31 / 4.21
xor gates and xnor gates: 1 / 1 / 0.983
muxes: 1 / 1 / 1.26
Power figures rest on the tool's default switching activity, not on a simulated workload.
