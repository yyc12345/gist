### design/flow/run.sh
#!/bin/bash
# OpenROAD 26Q1-2900-gdf79404cd8, Yosys 0.63+post, stock flow scripts
make -C /OpenROAD-flow-scripts/flow DESIGN_CONFIG=/design/flow/config.mk WORK_HOME=/design/flow/orfs finish
### design/flow/config.mk
export PLATFORM = sky130hd
export DESIGN_NAME = time_counter
export DESIGN_NICKNAME = time_counter
export VERILOG_FILES = /design/flow/design.v
export SDC_FILE = /design/flow/constraint.sdc
export NUM_CORES = 4
export LEC_CHECK = 1
export CORE_AREA = 10 10 86 86
export DIE_AREA = 0 0 96 96
### design/flow/constraint.sdc
current_design time_counter

set clk_period 1.7
set clk_io_pct 0.2

create_clock -name clk0 -period $clk_period [get_ports {clk}]

set non_clock_inputs [all_inputs -no_clocks]
set_input_delay [expr $clk_period * $clk_io_pct] -clock clk0 $non_clock_inputs
set_output_delay [expr $clk_period * $clk_io_pct] -clock clk0 [all_outputs]
### design/flow/design.v
`timescale 10ns/1ns
module counter 
# (
    parameter BIT_WIDTH = 4,
    parameter MAX_VALUE = 15
)
(
    input wire clk,
    input wire rst,
    output reg[BIT_WIDTH - 1:0] count,
    output wire cout
);
assign cout = count == MAX_VALUE ? 1'b1 : 1'b0;
always @(posedge clk, negedge rst) begin
    if (!rst) count <= 0;
    else begin
        if (count >= MAX_VALUE) count <= 0;
        else count <= count + 1;
    end
end
endmodule
`timescale 10ns/1ns
module time_counter(
    input wire clk,
    input wire rst,
    output wire[15:0] data
);
wire counter_out[2:0];
assign data[7] = 1'b0;
counter #(.MAX_VALUE(4'd9), .BIT_WIDTH(4)) bit0(
    .clk(clk),
    .rst(rst),
    .count(data[3:0]),
    .cout(counter_out[0])
);
counter #(.MAX_VALUE(3'd5), .BIT_WIDTH(3)) bit1(
    .clk(~counter_out[0]),
    .rst(rst),
    .count(data[6:4]),   
    .cout(counter_out[1])
);
counter #(.MAX_VALUE(4'd9), .BIT_WIDTH(4)) bit2(
    .clk(~counter_out[1]),
    .rst(rst),
    .count(data[11:8]),
    .cout(counter_out[2])
);
counter #(.MAX_VALUE(4'd9), .BIT_WIDTH(4)) bit3(
    .clk(~counter_out[2]),
    .rst(rst),
    .count(data[15:12]),
    .cout()
);
endmodule
==> flow_results.xml <==
<?xml version="1.0" encoding="UTF-8"?>
<metrics>
  <group name="yosys">
    <metric name="synth-xor-area-share" unit="">0</metric>
    <metric name="synth_area_per_cell" unit="sq um">10.7</metric>
    <metric name="netlist_area" unit="sq um">811</metric>
    <metric name="yosysSeqAreaShare" unit="">0.463</metric>
    <metric name="flop_cell" unit="">sky130_fd_sc_hd__dfrtn_1</metric>
    <metric name="synth.yosys.num_cells" unit="">76</metric>
    <metric name="ys_warn_count" unit="">3</metric>
    <metric name="asyncSetResetFlopFracSynth" unit="">1.00</metric>
    <metric name="edf_count" unit="">0</metric>
    <metric name="synth.cellmix.adderShare" unit="">0.170</metric>
    <metric name="synth_cell_types" unit="">22</metric>
    <metric name="synthCells" unit="">76</metric>
    <metric name="post_synth_and_or_nand_nor_area_fraction" unit="">0.181</metric>
    <metric name="synth.comb.largest_family" unit="">simple AND/OR/NAND/NOR gates</metric>
    <metric name="synth_flop_count" unit="">15</metric>
    <metric name="yosys.area_share.aoi" unit="">0.117</metric>
    <metric name="chip_area_yosys" unit="sq um">811</metric>
    <metric name="synth.area.mux_share" unit="">0.0139</metric>
  </group>
  <group name="clocking">
    <metric name="cts_root_buffer" unit="">sky130_fd_sc_hd__clkbuf_8</metric>
    <metric name="postCtsSetupRepairBufs" unit="">0</metric>
    <metric name="clock_tree.buffer_depth" unit="">2</metric>
    <metric name="tritoncts.num_buffers" unit="">3</metric>
    <metric name="worstSkewPairLatency" unit="ns">0.21</metric>
    <metric name="post_cts_sizing_count" unit="">0</metric>
    <metric name="cts_tree" unit="">built</metric>
    <metric name="path_clk_slew" unit="ns">0.03</metric>
    <metric name="holdBufCountCts" unit="">0</metric>
    <metric name="cts_htree_levels" unit="">1</metric>
  </group>
  <group name="sta">
    <metric name="final_layout_setup_total_negative_slack" unit="ns">0</metric>
    <metric name="max_clock_freq" unit="MHz">703</metric>
    <metric name="timing.final.crit_share" unit="">0.837</metric>
    <metric name="final.min_clock_period" unit="ns">1.42</metric>
    <metric name="setup_viol" unit="">0</metric>
    <metric name="timing.clock.skew" unit="ns">0.00131</metric>
    <metric name="final-hold-violation-count" unit="">0</metric>
    <metric name="register_pins_left_without_a_clock" unit="">11</metric>
    <metric name="untimed_endpoints" unit="">22</metric>
    <metric name="number_of_max_slew_violations_in_the_final_report" unit="">0</metric>
    <metric name="rsz0062_at_grt" unit="">false</metric>
  </group>
  <group name="die">
    <metric name="initCoreUtil" unit="">0.146</metric>
    <metric name="die_y" unit="microns">96</metric>
    <metric name="die-area" unit="sq mm">0.00922</metric>
    <metric name="io_pins" unit="">18</metric>
    <metric name="core-area" unit="sq mm">0.00554</metric>
    <metric name="dieWidth" unit="microns">96</metric>
    <metric name="site_rows" unit="">27</metric>
  </group>
  <group name="route">
    <metric name="routed_wire_length_per_instance" unit="microns">8.19</metric>
    <metric name="route.antenna.remaining_nets" unit="">0</metric>
    <metric name="initialDrtViolationCount" unit="">10</metric>
    <metric name="drc" unit="">0</metric>
    <metric name="route.detailed.vias_per_inst" unit="">3.28</metric>
    <metric name="num_vias" unit="">547</metric>
    <metric name="antennaDiodeCount" unit="">0</metric>
    <metric name="drt-total-wl" unit="microns">1370</metric>
    <metric name="detail_route.first_pass.iterations" unit="">2</metric>
  </group>
  <group name="cells_and_area">
    <metric name="post_layout_nonfiller_instances" unit="">167</metric>
    <metric name="layout-drive-gt1-share" unit="">0.0947</metric>
    <metric name="final.fill_count" unit="">607</metric>
    <metric name="finalCoreUtilization" unit="">0.199</metric>
    <metric name="area_growth" unit="%">36.0</metric>
  </group>
  <group name="pwr">
    <metric name="ir_worst_vdd" unit="mV">0.302</metric>
    <metric name="pwr-share-seq" unit="">0.322</metric>
    <metric name="post-layout-total-power" unit="uW">298</metric>
    <metric name="switchingPower" unit="uW">48.5</metric>
    <metric name="power.clock.fraction" unit="">0.644</metric>
    <metric name="comb_power_share" unit="">0.035</metric>
    <metric name="switching_share" unit="">0.163</metric>
    <metric name="p_leak" unit="uW">0.000503</metric>
    <metric name="power.density_cell_area" unit="mW/mm^2">271</metric>
    <metric name="intPower" unit="uW">250</metric>
  </group>
  <group name="worst_setup_path">
    <metric name="critical_path_cell_by_cell" unit="">clkdlybuf4s50_1</metric>
    <metric name="cpLargestDelayFamily" unit="">buffers and inverters</metric>
    <metric name="timing.critical_path.from_type" unit="">flip-flop</metric>
    <metric name="timing.critical_path.required" unit="ns">1.36</metric>
    <metric name="setup_slack_on_the_worst_flop_to_flop_path" unit="ns">0.53</metric>
    <metric name="slowest_stage" unit="">sky130_fd_sc_hd__clkdlybuf4s50_1</metric>
    <metric name="crit_path_end_kind" unit="">output port</metric>
    <metric name="critical_path_depth" unit="">1</metric>
    <metric name="type_of_the_worst_setup_path" unit="">flip-flop to output port</metric>
    <metric name="arrival" unit="ns">1.08</metric>
    <metric name="crit_buf_inv" unit="">1</metric>
    <metric name="rr_worst_depth" unit="">5</metric>
    <metric name="worstPathMaxFanout" unit="">4</metric>
    <metric name="worst_path_largest_cell_delay" unit="ns">0.50</metric>
  </group>
  <group name="global_routing">
    <metric name="grt_antenna_before_repair" unit="">0</metric>
    <metric name="grt_start_max_net_pins" unit="">12</metric>
    <metric name="grt_first_pass_wirelength" unit="microns">2350</metric>
    <metric name="globalRouteTotalUtil" unit="">0.0307</metric>
    <metric name="grt_pass1_vias" unit="">548</metric>
    <metric name="overflow" unit="">0</metric>
  </group>
  <group name="placement">
    <metric name="gp_routability_congestion" unit="">0.779</metric>
    <metric name="placed_cell_count" unit="">164</metric>
    <metric name="dp_hpwl" unit="microns">1190</metric>
    <metric name="port_buffers" unit="">16</metric>
  </group>
  <group name="worst_hold_path">
    <metric name="holdCritPathClass" unit="">primary input to async pin</metric>
  </group>
  <group name="job">
    <metric name="timing.max_cap.violations" unit="">0</metric>
    <metric name="log.warning_count" unit="">32</metric>
  </group>
  <group name="run_status">
    <metric name="run_status" unit="">finished clean</metric>
  </group>
</metrics>
layer usage:
metal | wire length [microns] | up-vias | global-route usage
li1 | - | 285 | -
met1 | 665 | 244 | 0.0428
met2 | 466 | 18 | 0.0404
met3 | 236 | 0 | 0.0181
met4 | 0 | 0 | 0.00491
met5 | 0 | - | 0
worst register-to-register path: cells and delay by family (launching register included):
family	cells	cell delay [ns]
flip-flops	1	0.35
buffers and inverters	1	0.08
AND/OR/NAND/NOR	2	0.33
AND-OR/OR-AND	1	0.17
adder cells (fa/ha/maj)	1	0.19
final cells by class:
type / instances / area, sq um / share of cell area
timing repair buffer: 17 / 168 / 0.152
inverter: 9 / 33.8 / 0.0306
multi-input combinational: 51 / 394 / 0.358
sequential: 15 / 375 / 0.341
clock buffer: 3 / 41.3 / 0.0375
tap: 72 / 90.1 / 0.0817
flip-flops by register name (all words and copies together) (netlist names):
signal,cells
bit3.count,4
bit0.count,4
bit2.count,4
bit1.count,3
logic make-up after synthesis:
kind of cell / Yosys count
and+or+nand+nor: 25
DFF: 15
muxes: 1
AOI/OAI and AO/OA: 13
adders and majority gates: 11
other: 1
buffers and inverters: 10
stage by stage:
stage | instance area, sq um | setup slack, ns | hold WS (ns)
4_1_cts | 1100 | 0.262 | 0.345
3_5_place_dp | 1060 | 0.501 | 0.573
5_1_grt | 1100 | 0.192 | 0.347
2_1_floorplan | 811 | 0.622 | 0.0444
3_3_place_gp | 1060 | 0.486 | 0.573
6_report | 1100 | 0.277 | 0.342
cells in the final DEF (no fill, tap or decap):
cell / instances
sky130_fd_sc_hd__o21ai_0: 1
sky130_fd_sc_hd__and2_2: 1
sky130_fd_sc_hd__nor2_1: 7
sky130_fd_sc_hd__o32ai_1: 2
sky130_fd_sc_hd__clkdlybuf4s50_1: 16
sky130_fd_sc_hd__nor2b_1: 4
sky130_fd_sc_hd__dfrtp_1: 4
sky130_fd_sc_hd__mux2_2: 1
sky130_fd_sc_hd__ha_1: 11
sky130_fd_sc_hd__a21oi_1: 3
sky130_fd_sc_hd__clkbuf_8: 3
sky130_fd_sc_hd__nand2b_1: 9
sky130_fd_sc_hd__a21oi_2: 1
sky130_fd_sc_hd__or3_4: 1
sky130_fd_sc_hd__o21ai_2: 1
sky130_fd_sc_hd__and2_1: 2
sky130_fd_sc_hd__dfrtn_1: 11
sky130_fd_sc_hd__a21o_1: 2
sky130_fd_sc_hd__conb_1: 1
sky130_fd_sc_hd__buf_4: 1
sky130_fd_sc_hd__o21a_1: 2
sky130_fd_sc_hd__inv_1: 9
sky130_fd_sc_hd__nor3b_1: 1
sky130_fd_sc_hd__a32o_1: 1
synth_stat cells, drive strengths merged (2+ instances only):
cell type / instances / area, sq um
nor2b: 4 / 25.0
o21a: 2 / 15.0
and2: 3 / 20.0
a21oi: 4 / 23.8
o32ai: 2 / 17.5
nor2: 7 / 26.3
o21ai: 2 / 13.8
dfrtn: 11 / 275
nand2b: 9 / 56.3
dfrtp: 4 / 100
ha: 11 / 138
inv: 9 / 33.8
a21o: 2 / 15.0
power groups by stage:
stage	clock network (uW)	registers [uW]	logic (uW)
6_report	192	95.9	10.3
4_1_cts	198	95.9	11.3
5_1_grt	208	95.8	12.0
path summary, 6_finish.rpt:
kind / start / end
setup / recovery: bit0.count[0] / data[0]
hold / removal: rst / bit0.count[0]
setup reg to reg: bit0.count[1] / bit0.count[1]
hold reg to reg: bit0.count[3] / bit0.count[3]
max in group asynchronous: rst / bit0.count[3]
min in group clk0: bit0.count[3] / bit0.count[3]
Power figures rest on the tool's default switching activity, not on a simulated workload.
