[run.sh]
#!/bin/bash
# OpenROAD 26Q1-2900-gdf79404cd8, Yosys 0.63+post, stock flow scripts
make -C /OpenROAD-flow-scripts/flow DESIGN_CONFIG=/design/flow/config.mk WORK_HOME=/design/flow/orfs finish
[config.mk]
export PLATFORM = sky130hd
export DESIGN_NAME = led_driver
export DESIGN_NICKNAME = led_driver
export VERILOG_FILES = /design/flow/design.v
export SDC_FILE = /design/flow/constraint.sdc
export NUM_CORES = 4
export LEC_CHECK = 1
export CORE_AREA = 10 10 70 70
export DIE_AREA = 0 0 80 80
[constraint.sdc]
current_design led_driver

set clk_period 2.2
set clk_io_pct 0.2

create_clock -name clk0 -period $clk_period [get_ports {clk}]

set non_clock_inputs [all_inputs -no_clocks]
set_input_delay [expr $clk_period * $clk_io_pct] -clock clk0 $non_clock_inputs
set_output_delay [expr $clk_period * $clk_io_pct] -clock clk0 [all_outputs]
[design.v]
`timescale 10ns/1ns
module counter 
# (
    parameter BIT_WIDTH = 4,
    parameter MAX_VALUE = 15
)
(
    input wire clk,
    input wire rst,
    output reg[BIT_WIDTH - 1:0] count,
    output wire cout
);
assign cout = count == MAX_VALUE ? 1'b1 : 1'b0;
always @(posedge clk, negedge rst) begin
    if (!rst) count <= 0;
    else begin
        if (count >= MAX_VALUE) count <= 0;
        else count <= count + 1;
    end
end
endmodule
`timescale 10ns/1ns
module led_driver(
    input wire[15:0] input_data,
    input wire clk,
    input wire is_time_display,
    input wire is_fare_display,
    output reg[3:0] led_selector,    
    output wire[7:0] led_data
);
parameter enable_led0 = 4'b1110,
        enable_led1 = 4'b1101,
        enable_led2 = 4'b1011,
        enable_led3 = 4'b0111;
wire freq_splitter_out;
reg[3:0] gotten_bcd;
wire freq_splitter_out[1:0];
wire need_dot;
assign need_dot = ((led_selector == enable_led1) && is_fare_display) ? 1'b1 : 1'b0;
led_encoder led_coder(
    .bcd_data(gotten_bcd),
    .need_dot(need_dot),
    .led_data(led_data)
);
counter #(.MAX_VALUE(10'd1023), .BIT_WIDTH(10)) freq_splitter0(
    .clk(clk),
    .rst(1'b1),
    .count(),
    .cout(freq_splitter_out[0])
);
counter #(.MAX_VALUE(5'd31), .BIT_WIDTH(5)) freq_splitter1(
    .clk(~freq_splitter_out[0]),
    .rst(1'b1),
    .count(),
    .cout(freq_splitter_out[1])
);
always @(posedge clk) begin
    case (led_selector)
        enable_led0: begin
            led_selector <= enable_led1;
            gotten_bcd <= input_data[7:4];
        end
        enable_led1: begin
            led_selector <= enable_led2;
            gotten_bcd <= input_data[11:8];
        end
        enable_led2: begin
            led_selector <= enable_led3;
            gotten_bcd <= input_data[15:12];
        end
        enable_led3: begin
            led_selector <= enable_led0;
            gotten_bcd <= input_data[3:0];
        end
        default: begin
            led_selector <= enable_led0;
            gotten_bcd <= input_data[3:0];
        end
    endcase
end
endmodule
`timescale 10ns/1ns
module led_encoder(
    input wire[3:0] bcd_data,
    input wire need_dot,
    output reg[7:0] led_data     
);
parameter bcd_0 = 7'hc0,
        bcd_1 = 7'hf9,
        bcd_2 = 7'ha4,
        bcd_3 = 7'hb0,
        bcd_4 = 7'h99,
        bcd_5 = 7'h92,
        bcd_6 = 7'h82,
        bcd_7 = 7'hf8,
        bcd_8 = 7'h80,
        bcd_9 = 7'h90,
        bcd_a = 7'h88,
        bcd_b = 7'h83,
        bcd_c = 7'hc6,
        bcd_d = 7'ha1,
        bcd_e = 7'h86,
        bcd_f = 7'h8e;
parameter bcd_blank = 7'b1111111;
always @(bcd_data) begin
    case (bcd_data)
        4'h0: led_data[6:0] <= bcd_0;
        4'h1: led_data[6:0] <= bcd_1;
        4'h2: led_data[6:0] <= bcd_2;
        4'h3: led_data[6:0] <= bcd_3;
        4'h4: led_data[6:0] <= bcd_4;
        4'h5: led_data[6:0] <= bcd_5;
        4'h6: led_data[6:0] <= bcd_6;
        4'h7: led_data[6:0] <= bcd_7;
        4'h8: led_data[6:0] <= bcd_8;
        4'h9: led_data[6:0] <= bcd_9;
        4'ha: led_data[6:0] <= bcd_a;
        4'hb: led_data[6:0] <= bcd_b;
        4'hc: led_data[6:0] <= bcd_c;
        4'hd: led_data[6:0] <= bcd_d;
        4'he: led_data[6:0] <= bcd_e;
        4'hf: led_data[6:0] <= bcd_f;
        default: led_data[6:0] <= bcd_blank;
    endcase
end
always @(need_dot) begin
    led_data[7] <= ~need_dot;
end
endmodule
==> reports/results.tsv <==
metric	value	unit
fin worst setup slack	0.0238	ns
Antenna Violating Nets Remaining	0	
RSZ-0062 raised after global routing	true	
CTS buffer count	3	
maximum VDD drop	0.000104	V
H-tree levels	1	
clock tree root buffer cell	clkbuf_4	
clk latency late pin	0.27	ns
Registers, synthesis	11	
status	finished, final reports clean	
CTS tree	built	
Hold/Removal Path Class	flip-flop to flip-flop	
Tmin final	2.18	ns
GRT Util Overall	0.0813	
largest net degree at the start of global routing	12	
core footprint	3420	um^2
first-pass GRT wire length	4370	um
flop2flop setup slack	0.02	ns
crit-path max cell delay	0.38	ns
tally of OpenROAD warnings	33	
CTS max path bufs	2	
drt via density	4.62	
cycle use final	0.989	
endpoint class of the critical path	flip-flop	
MaxCap Viol Count	0	
register share after synthesis	0.251	
I/O Pins	31	
Die Span X	80	um
via count	896	
post-DP HPWL	2050	um
TritonCTS Sinks	11	
count of flip-flops with a built-in enable after synthesis	0	
final max-slew violation count	0	
mean post-synth cell area	8.86	um^2
crit path kind	flip-flop to flip-flop	
first-pass detailed-route iteration total	4	
worst-path cell chain	xnor2_1 > a211o_1 > a221oi_4 > inv_2 > ha_4 > or3_1 > a32o_1	
YS chip area	877	um^2
crit path DAT	2.34	ns
slowest CP cell	a221oi_4	
FP Util	0.257	
final-layout fill cell count	364	
Worst Clk Skew	0.00833	ns
endpoints failing hold	0	
Cell Type Count	43	
CP startpoint	led_selector[2]	
slew margin rel.	0.702	
Worst Tran Pin Value	0.446	ns
layout cells sized above 1	0.304	
Chip Area	6400	um^2
Critical path destination	led_data[4]	
Power Dens Cells	294	nW/um^2
starting DRC count in detailed routing	53	
Yosys warning total	20	
Top cells excl fill/tap	clkdlybuf4s50_1 (29), buf_4 (22), nand3b_1 (8)	
Post-synth ARST share	0	
Mapped Area	877	um^2
Port Buffers	29	
Final Setup Violations	0	
grt ovf	0	
main flop type	dfxtp_1	
Final Core Density	0.414	
RR Startpoint	led_selector[2]	
reg-to-reg endpoint	led_data[4]	
final WL	2510	um
diodes inserted	0	
Crit Path Max Fanout	5	
Commonest Layout Cell	clkdlybuf4s50_1	
vias in the first global route	893	
WL/cell	13.0	um
Reg clk slew, reported paths	0.08	ns
initial antenna violation count	0	
CP Launch Type	flip-flop	
placer congestion estimate	0.823	
Mapped Cells	99	
crit path DRT	2.37	ns
Max Fclk	460	MHz
# rows	21	
Hold Buf Count CTS	0	
leakage	0.543	nW
area delta synth->final	61.3	%
R2R depth	7	
yosys stat cell total	99	
Post-route DRC	0	
DP Worst Slack	-0.110	ns
chip height	80	um
[routing by layer]
layer | GRT usage | up-vias | share of wire
met1 | 0.122 | 395 | 0.50
met5 | 0 | - | 0
met4 | 0.0141 | 0 | 0.018
met3 | 0.0205 | 4 | 0.066
li1 | - | 470 | -
met2 | 0.114 | 27 | 0.41
[critical path, delay by kind of cell, from the launching register on]
| kind | cells | cell delay, ns |
|---|---|---|
| buf+inv | 1 | 0.09 |
| simple gates | 1 | 0.33 |
| compound gates | 3 | 0.99 |
| fa+ha+maj | 1 | 0.19 |
| flops | 1 | 0.35 |
| xor+xnor | 1 | 0.13 |
[registers in the layout, summed over array words and instances, names as in the netlist]
| name | flops |
|---|---|
| led_data | 7 |
| led_selector | 4 |
[synthesized netlist by cell type, drive strengths merged, types with 2 or more instances]
master,count,area share
o211ai,4,0.034
a211o,4,0.041
dfxtp,11,0.25
nor4,2,0.014
a211oi,2,0.031
buf,5,0.053
nor2,5,0.024
inv,9,0.044
nand2,7,0.030
xnor2,2,0.020
nand3b,8,0.068
nor3,3,0.017
o21ai,3,0.017
ha,6,0.086
a21oi,7,0.040
a221oi,2,0.047
[how the worst min path moves through the flow]
| stage | to | from | slack (ns) | cells after the start |
|---|---|---|---|---|
| 4_1_cts | led_selector[1] | led_selector[3] | 0.49 | 1 |
| 5_1_grt | led_selector[1] | led_selector[3] | 0.52 | 1 |
| 6_report | led_selector[1] | led_selector[3] | 0.47 | 1 |
[report_power, final]
group | switching [mW] | leakage, nW | internal [mW]
Clock | 0.0748 | 0.0150 | 0.0702
Sequential | 0.000874 | 0.0921 | 0.203
Combinational | 0.0235 | 0.436 | 0.0443
[area by class of cell]
class                   count  area (um^2)  area share
repair buffers             51          455       0.322
flip-flops and latches     11          225       0.159
multi-input cells          73          612       0.432
well taps                  46         57.6      0.0407
inverters                   9         38.8      0.0274
clock buffers               4         26.3      0.0186
[repair_timing]
item | CTS | global route
setup buffers | 3 | 0
setup endpoints to repair | 4 | 6
gates resized | 3 | 5
pin swaps | 3 | 3
[per-stage QoR]
| step | std cells | power, mW | hold WS, ns | setup TNS (ns) | area (um^2) |
|---|---|---|---|---|---|
| 4_1_cts | 194 | 0.420 | 0.487 | 0 | 1390 |
| 6_report | 194 | 0.417 | 0.472 | 0 | 1420 |
| 3_5_place_dp | 187 | 0.276 | 0.469 | -0.350 | 1340 |
| 5_1_grt | 194 | 0.438 | 0.518 | -0.114 | 1420 |
| 2_1_floorplan | 99 | 0.228 | 0.455 | -0.0382 | 901 |
| 3_3_place_gp | 187 | 0.276 | 0.468 | -0.287 | 1340 |
[cell families (layout without fill, tap and decap cells)]
group	after synthesis	in the layout	share of synthesized area
AND-OR/OR-AND	31	31	0.302
XOR/XNOR	2	2	0.0200
adder cells (fa/ha/maj)	6	6	0.0856
buffers and inverters	15	64	0.103
flip-flops	11	11	0.251
multiplexers	1	1	0.0114
AND/OR/NAND/NOR	33	33	0.227
Power and IR drop assume default switching activity.
